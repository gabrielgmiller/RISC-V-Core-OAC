==> flow/design.v <==
`timescale 1ns/100ps
module MEM_WB_Register (
    input wire clk,
    input wire reset,
    input wire RegWrite_in,
    input wire MemToReg_in,
    input wire [31:0] read_data_in,
    input wire [31:0] alu_result_in,
    input wire [4:0] rd_in,
    output reg RegWrite_out,
    output reg MemToReg_out,
    output reg [31:0] read_data_out,
    output reg [31:0] alu_result_out,
    output reg [4:0] rd_out
);
    always @(posedge clk) begin
        if (reset) begin
            RegWrite_out <= 1'b0;
            MemToReg_out <= 1'b0;
            read_data_out <= 32'b0;
            alu_result_out <= 32'b0;
            rd_out <= 5'b0;
        end else begin
            RegWrite_out <= RegWrite_in;
            MemToReg_out <= MemToReg_in;
            read_data_out <= read_data_in;
            alu_result_out <= alu_result_in;
            rd_out <= rd_in;
        end
    end
endmodule
==> flow/run.sh <==
#!/bin/bash
# OpenROAD 26Q1-2900-gdf79404cd8, Yosys 0.63+post, stock flow scripts
make -C /OpenROAD-flow-scripts/flow DESIGN_CONFIG=/design/flow/config.mk WORK_HOME=/design/flow/orfs finish
==> flow/config.mk <==
export PLATFORM = sky130hd
export DESIGN_NAME = MEM_WB_Register
export DESIGN_NICKNAME = MEM_WB_Register
export VERILOG_FILES = /design/flow/design.v
export SDC_FILE = /design/flow/constraint.sdc
export NUM_CORES = 4
export LEC_CHECK = 1
export CORE_UTILIZATION = 50
==> flow/constraint.sdc <==
current_design MEM_WB_Register

set clk_period 1.0
set clk_io_pct 0.2

create_clock -name clk0 -period $clk_period [get_ports {clk}]

set non_clock_inputs [all_inputs -no_clocks]
set_input_delay [expr $clk_period * $clk_io_pct] -clock clk0 $non_clock_inputs
set_output_delay [expr $clk_period * $clk_io_pct] -clock clk0 [all_outputs]
==> GITHUB_STEP_SUMMARY <==
## Implementation flow summary

| Metric | Value |
|---|---|
| Status | `aborted with a tool error` |
| Failing step | `detailed placement` |
| Stop err | `[ERROR DPL-0036] Detailed placement failed.` |
| Chip Area, Yosys | `0.00190 mm2` |
| Port bufs | `143` |
| Placer Congestion | `0.817` |
| Synth Seq Share | `0.748` |
| Ys Warns | `1` |
| Avg Inst Size Synth | `about 13 um2` |
| Cells in synth_stat.txt | `between 100 and 150` |
| Synthesized netlist cell count | `between 100 and 150` |
| Die Ht | `~64 um` |
| Mapped Area | `about 0.0019 mm2` |
| I/O pin cnt | `144` |
| Synth unique cells | `3` |
| FP Util | `0.519` |
| Row count | `22` |
| Die Wd | `roughly 64 um` |
| #FFs+latches synth | `about 71` |
==> cells by family after synthesis <==
family	count (synthesis)	share of synthesized area
buf+inv	7	0.0184
simple gates	71	0.234
flops	71	0.748
==> per-stage QoR <==
stage	area, um2	setup WS [ps]	hold WS (ps)
2_1_floorplan	1900	478	272
3_3_place_gp	3380	31.7	646
==> cell usage after synthesis <==
cell type,number,area (um2)
nor2b_1,71,444
dfxtp_1,71,1420
buf_2,7,35.0
