### design/flow/config.mk
export PLATFORM = sky130hd
export DESIGN_NAME = ID_EX_Register
export DESIGN_NICKNAME = ID_EX_Register
export VERILOG_FILES = /design/flow/design.v
export SDC_FILE = /design/flow/constraint.sdc
export NUM_CORES = 4
export LEC_CHECK = 1
export CORE_AREA = 10 10 190 190
export DIE_AREA = 0 0 200 200
### design/flow/constraint.sdc
current_design ID_EX_Register

set clk_period 1.0
set clk_io_pct 0.2

create_clock -name clk0 -period $clk_period [get_ports {clk}]

set non_clock_inputs [all_inputs -no_clocks]
set_input_delay [expr $clk_period * $clk_io_pct] -clock clk0 $non_clock_inputs
set_output_delay [expr $clk_period * $clk_io_pct] -clock clk0 [all_outputs]
### design/flow/design.v
`timescale 1ns/100ps
module ID_EX_Register (
    input wire clk,
    input wire reset,
    input wire flush,
    input wire RegWrite_in,
    input wire MemToReg_in,
    input wire MemRead_in,
    input wire MemWrite_in,
    input wire ALUSrc_in,
    input wire Branch_in,
    input wire Jump_in,
    input wire [1:0] ALUOp_in,
    input wire [31:0] pc_in,
    input wire [31:0] read_data1_in,
    input wire [31:0] read_data2_in,
    input wire [31:0] immediate_in,
    input wire [4:0] rs1_in,
    input wire [4:0] rs2_in,
    input wire [4:0] rd_in,
    input wire [3:0] funct_in,
    output reg RegWrite_out,
    output reg MemToReg_out,
    output reg MemRead_out,
    output reg MemWrite_out,
    output reg ALUSrc_out,
    output reg Branch_out,
    output reg Jump_out,
    output reg [1:0] ALUOp_out,
    output reg [31:0] pc_out,
    output reg [31:0] read_data1_out,
    output reg [31:0] read_data2_out,
    output reg [31:0] immediate_out,
    output reg [4:0] rs1_out,
    output reg [4:0] rs2_out,
    output reg [4:0] rd_out,
    output reg [3:0] funct_out
);
    always @(posedge clk) begin
        if (reset || flush) begin
            RegWrite_out <= 1'b0;
            MemToReg_out <= 1'b0;
            MemRead_out <= 1'b0;
            MemWrite_out <= 1'b0;
            ALUSrc_out <= 1'b0;
            Branch_out <= 1'b0;
            Jump_out <= 1'b0;
            ALUOp_out <= 2'b00;
            pc_out <= 32'b0;
            read_data1_out <= 32'b0;
            read_data2_out <= 32'b0;
            immediate_out <= 32'b0;
            rs1_out <= 5'b0;
            rs2_out <= 5'b0;
            rd_out <= 5'b0;
            funct_out <= 4'b0;
        end else begin
            RegWrite_out <= RegWrite_in;
            MemToReg_out <= MemToReg_in;
            MemRead_out <= MemRead_in;
            MemWrite_out <= MemWrite_in;
            ALUSrc_out <= ALUSrc_in;
            Branch_out <= Branch_in;
            Jump_out <= Jump_in;
            ALUOp_out <= ALUOp_in;
            pc_out <= pc_in;
            read_data1_out <= read_data1_in;
            read_data2_out <= read_data2_in;
            immediate_out <= immediate_in;
            rs1_out <= rs1_in;
            rs2_out <= rs2_in;
            rd_out <= rd_in;
            funct_out <= funct_in;
        end
    end
endmodule
### design/flow/run.sh
#!/bin/bash
# OpenROAD 26Q1-2900-gdf79404cd8, Yosys 0.63+post, stock flow scripts
make -C /OpenROAD-flow-scripts/flow DESIGN_CONFIG=/design/flow/config.mk WORK_HOME=/design/flow/orfs finish
==> impl_metrics.py <==
# Auto-generated metrics
metrics = {
    "run_status": {
        "status": "finished, violations left",
        "violations": "setup timing",
    },
    "placed_design": {
        "gp_congestion": 0.7628,
        "dp.cells": 1087,
        "io_buffer_count": 314,
        "hpwl_um": 14340,
    },
    "setup_path": {
        "endpoint_kind": "output port",
        "worstPathMaxFanout": 1,
        "arrival_ns": 0.92,
        "crit_family": "flip-flops",
        "start_kind": "register",
        "path_class": "reg2out",
        "critPathBufInv": 1,
        "cp.required_ns": 0.80,
        "slowest_stage": "dfxtp_4",
        "slowest_delay_ns": 0.39,
        "crit_chain": "buf_6",
    },
    "floorplanning": {
        "die-area_um2": 40000,
        "die_width_um": 200,
        "core_um2": 31800,
        "ios": 315,
        "die_height_um": 200,
        "rows": 65,
        "initCoreUtil_pct": 14.75,
    },
    "global_routing": {
        "antenna_found_initial": 0,
        "grt-ovfl-total": 0,
        "grt_pass1_wl_um": 26220,
        "grt_pass1_vias": 3962,
        "grt_max_degree": 41,
        "grt_use_total_pct": 8.836,
    },
    "sta": {
        "setup_viol": 156,
        "period_needed_ns": 1.121,
        "maxSlewViolCount": 0,
        "slew-limit-headroom_pct": 81.45,
        "fmax_ghz": 0.8918,
        "finalWorstSetupSlack_ns": -0.1214,
        "final-hold-violation-count": 0,
        "finalClockPeriodUsage_pct": 112.1,
        "worst_slew_pin_slew_ns": 0.2777,
        "grt_setup_unrepaired": "true",
    },
    "logic_synthesis": {
        "netlist_area_um2": 4689,
        "post_synth.cell_area_avg_um2": 13.55,
        "ys_warn_count": 1,
        "ys_cells": 346,
        "ys_seq_share_pct": 66.60,
        "synth_cell_types": 7,
        "syn_inst": 346,
        "numSynthFlops": 156,
        "yosys_area_um2": 4689,
    },
    "hold_path": {
        "hold_path.class": "in2reg",
    },
    "clock_network": {
        "root_buffer": "clkbuf_16",
        "cts_buffers": 17,
        "htree_levels": 4,
        "clkTransAtPathRegs_ns": 0.07,
        "cts_setup_buffers": 0,
        "cts_tree": "yes",
        "clock_path_buffers": 2,
        "clock_sinks": 156,
    },
    "layout": {
        "regArea_um2": 3179,
        "final_util_pct": 26.35,
        "lay_top_cells": "156 x clkdlybuf4s50_1, 138 x buf_2, 136 x nor3b_1",
        "lay_top_count": "clkdlybuf4s50_1",
        "syn_to_final_growth_pct": 78.68,
        "fin_cells": 1119,
        "drive_above_1_share_pct": 39.77,
        "comb_area_um2": 1271,
        "n_fill_cell": 3356,
    },
    "power": {
        "power_density_nw_per_um2": 1742,
        "cellLeakagePower_nw": 3.429,
        "total_power_w": 0.01459,
        "ir_drop_mv": 1.037,
    },
    "routing": {
        "antenna_left": 0,
        "wl_um": 18570,
        "route.detailed.wl_per_inst_um": 16.59,
        "drt_iter0_drc": 111,
        "avgViaCountPerCell": 3.375,
        "via_count": 3777,
        "drtPass1Iterations": 6,
        "diodes": 0,
        "drc_errors": 0,
    },
    "job": {
        "tool_warnings": 27,
        "max_cap_viol_count": 0,
    },
}
==> repair_timing <==
action	CTS	global route
hold buffers	0	0
endpoints found under the setup margin	156	156
gates cloned	0	0
pin swaps	0	0
gates resized	556	31
==> synth_stat cells <==
cell | number | area share, %
dfxtp_1 | 156 | 67
clkbuf_1 | 2 | 0.16
nor3b_1 | 136 | 22
nor3b_2 | 20 | 5.3
buf_2 | 11 | 1.2
buf_4 | 1 | 0.16
buf_6 | 20 | 4.8
==> kinds of logic (layout without fill, tap and decap cells) <==
family	Yosys count	count (layout)	synth area share (%)
buffers and inverters	34	372	6.297
flip-flops	156	156	66.60
AND/OR/NAND/NOR	156	156	27.11
==> final timing paths <==
kind	from	end	cells after the start
setup / recovery	read_data1_out[16]	read_data1_out[16]	1
hold / removal	reset	read_data1_out[10]	2
==> power by group <==
part | switching [W] | internal [W] | leakage (nW)
Sequential | 0.0000663 | 0.00647 | 1.30
Clock | 0.00266 | 0.00393 | 0.271
Combinational | 0.000454 | 0.00101 | 1.86
==> through the flow <==
step                worst slack (ns)  hold slack, ns  cell area [um2]  setup TNS [ns]
finish                       -0.1214         0.04810             8379          -4.693
global route                 -0.1737         0.01640             8379          -13.60
CTS                          -0.1694         0.01093             8290          -11.49
detailed placement           -0.2231          0.4899             8404          -1.245
global placement             -0.2229          0.4899             8404          -1.605
floorplan                     0.2709          0.3571             4690               0
==> cell type report <==
| type | count | area share (%) |
|---|---|---|
| flip-flops and latches | 156 | 37.94 |
| repair buffers | 340 | 33.39 |
| multi-input cells | 156 | 15.17 |
| well taps | 435 | 6.495 |
| clock buffers | 22 | 5.301 |
| clock inverters | 10 | 1.702 |
==> state kept, by name, indices dropped and copies added, names as in the netlist, 2 cells and up <==
register        count
immediate_out      32
pc_out             32
rs2_out             5
read_data1_out     32
rs1_out             5
ALUOp_out           2
read_data2_out     32
rd_out              5
funct_out           4
==> metal layers <==
metal | GRT usage, % | share of wire, % | vias up
met2 | 14.81 | 49 | 159
met3 | 3.596 | 9.6 | 12
met1 | 10.71 | 40 | 1777
met5 | 0 | 0 | -
met4 | 1.234 | 1.4 | 0
li1 | - | - | 1829
Power and IR drop assume default switching activity.
