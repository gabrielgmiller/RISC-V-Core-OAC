[./config.mk]
export PLATFORM = sky130hd
export DESIGN_NAME = EX_MEM_Register
export DESIGN_NICKNAME = EX_MEM_Register
export VERILOG_FILES = /design/flow/design.v
export SDC_FILE = /design/flow/constraint.sdc
export NUM_CORES = 4
export LEC_CHECK = 1
export CORE_UTILIZATION = 30
[./design.v]
`timescale 1ns/100ps
module EX_MEM_Register (
    input wire clk,
    input wire reset,
    input wire RegWrite_in,
    input wire MemToReg_in,
    input wire MemRead_in,
    input wire MemWrite_in,
    input wire Branch_in,
    input wire Jump_in,
    input wire [31:0] branch_target_in,
    input wire [31:0] alu_result_in,
    input wire [31:0] write_data_in,
    input wire [4:0] rd_in,
    input wire zero_in,
    output reg RegWrite_out,
    output reg MemToReg_out,
    output reg MemRead_out,
    output reg MemWrite_out,
    output reg Branch_out,
    output reg Jump_out,
    output reg [31:0] branch_target_out,
    output reg [31:0] alu_result_out,
    output reg [31:0] write_data_out,
    output reg [4:0] rd_out,
    output reg zero_out
);
    always @(posedge clk) begin
        if (reset) begin
            RegWrite_out <= 1'b0;
            MemToReg_out <= 1'b0;
            MemRead_out <= 1'b0;
            MemWrite_out <= 1'b0;
            Branch_out <= 1'b0;
            Jump_out <= 1'b0;
            branch_target_out <= 32'b0;
            alu_result_out <= 32'b0;
            write_data_out <= 32'b0;
            rd_out <= 5'b0;
            zero_out <= 1'b0;
        end else begin
            RegWrite_out <= RegWrite_in;
            MemToReg_out <= MemToReg_in;
            MemRead_out <= MemRead_in;
            MemWrite_out <= MemWrite_in;
            Branch_out <= Branch_in;
            Jump_out <= Jump_in;
            branch_target_out <= branch_target_in;
            alu_result_out <= alu_result_in;
            write_data_out <= write_data_in;
            rd_out <= rd_in;
            zero_out <= zero_in;
        end
    end
endmodule
[./run.sh]
#!/bin/bash
# OpenROAD 26Q1-2900-gdf79404cd8, Yosys 0.63+post, stock flow scripts
make -C /OpenROAD-flow-scripts/flow DESIGN_CONFIG=/design/flow/config.mk WORK_HOME=/design/flow/orfs finish
[./constraint.sdc]
current_design EX_MEM_Register

set clk_period 1.0
set clk_io_pct 0.2

create_clock -name clk0 -period $clk_period [get_ports {clk}]

set non_clock_inputs [all_inputs -no_clocks]
set_input_delay [expr $clk_period * $clk_io_pct] -clock clk0 $non_clock_inputs
set_output_delay [expr $clk_period * $clk_io_pct] -clock clk0 [all_outputs]
==> flow_summary.ini <==
; synthesis and place-and-route metrics
[floorplan]
ios = 218
rows = 35
die_h_um = 101.1
fp-utilization = 0.3146
core_sq_um = 9371
die_area_sq_um = 10230
die_x_um = 101.1

[cts]
cts_htree_levels = 3
clkSlewWorstSetupHoldPaths_ns = 0.10
cts_buffers = 9
post-cts-setup-buffers = 0
cts_tree = built
ctsHoldBuffers = 0
cts_root_buf = clkbuf_8
clock-sinks = 108
clk_path_buf_depth = 2

[global_route]
antenna_found_initial = 0
grt_max_degree = 43
grt-ovfl-total = 0
met1_usage = 0.1696
grt_busiest_layer = met2
grt.total_usage = 0.1365
grt_first_pass_wirelength_um = 10300
use_met2 = 0.2224
grt_pass1_vias = 1944
use_met3 = 0.07052

[outcome]
status = completed

[run]
cap_violations = 0
tool_warnings = 27

[min_path]
hp-class = input pin to flop

[finish]
area_growth_pct = 66.77
fillers = 888
layout-drive-gt1-share = 0.3186
lay_top_count = clkdlybuf4s50_1
final_cell_mix = clkdlybuf4s50_1 (108), buf_2 (107), dfxtp_1 (99), nor2b_1 (98), nor2b_2 (10)

[timing]
tightest_slew_ns = 0.1943
post-route-period-util = 0.9724
setup_viol = 0
slew_headroom = 0.8705
rsz0062_at_grt = yes
timing.final.hold_violations = 0
slew_viol_final = 0
fin_ws_ns = 0.02759
fmax_mhz = 1028
period_needed_ns = 0.9724

[power_and_ir_drop]
power_switching_mw = 1.580
swShare = 0.1997
power_mw = 7.912
p_int_mw = 6.332
power.density_nw_per_um2 = 1609
clockPowerShare = 0.316
p_comb_frac = 0.106
power.leakage_nw = 2.207
peakVddDrop_uv = 933.2
seqPwrFrac = 0.578

[placed_design]
dp_hpwl_um = 5422
preCtsSetupSlack_ns = 0.01206
gp_congestion = 0.7874
io_buffers = 217

[worst_setup_path]
slowest_stage = dfxtp_2
crit_chain = buf_2
crit_type = flop to primary output
crit_path_end_kind = primary output
max_stage_delay_ns = 0.32
crit_buf_inv = 1
crit_family = flip-flops
critPathMaxFanout = 1
start_kind = flop
crit_arrival_ns = 0.77
required_ns = 0.80

[logic_synthesis]
ys_cells = 228
synth_cell_type_count = 5
avgSynthCellArea_sq_um = 12.93
syn_area_sq_um = 2948
syn_inst = 228
synth_warnings = 1
ys_seq_share = 0.7334
yosys_area_sq_um = 2948
ys_ff = 108

[drt]
vias = 2198
wirelength_um = 7166
viasPerCell = 3.783
firstDrtPassIters = 3
dr.first_iter.drc_count = 26
wl_per_cell_um = 12.33
drc = 0
antenna_left = 0
antenna_cells = 0
layer usage:
layer,vias to the layer above,share of wire
li1,1114,-
met1,956,0.38
met2,122,0.49
met3,6,0.13
met4,0,0.0088
met5,-,0
power by group through the flow:
stage / registers, mW / clock network [mW] / logic [mW]
finish: 4.57 / 2.50 / 0.841
global route: 4.60 / 2.79 / 0.926
CTS: 4.58 / 2.63 / 0.856
flip-flops by register name, indices dropped and copies added (netlist names), 5 cells and up:
name	cells
alu_result_out	32
rd_out	5
write_data_out	32
branch_target_out	32
cell usage after synthesis:
| master | n | area share |
|---|---|---|
| nor2b_1 | 98 | 0.21 |
| nor2b_2 | 10 | 0.030 |
| buf_2 | 8 | 0.014 |
| buf_6 | 4 | 0.015 |
| dfxtp_1 | 108 | 0.73 |
final timing paths:
| path | startpoint | slack [ns] | endpoint | cells after the start |
|---|---|---|---|---|
| max | branch_target_out[4] | 0.03 | branch_target_out[4] | 1 |
| min | reset | 0.24 | alu_result_out[19] | 3 |
cells by family (layout without fill, tap and decap cells):
kind of cell           after synthesis  in the layout  synth area share
DFF                                108            108            0.7334
buffers and inverters               12            236           0.02886
and+or+nand+nor                    108            108            0.2377
area by class of cell:
type | count | area [sq um] | area share
repair buffers | 220 | 1695 | 0.3449
clock buffers | 12 | 135.1 | 0.02749
well taps | 129 | 161.4 | 0.03283
clock inverters | 4 | 50.05 | 0.01018
flip-flops and latches | 108 | 2173 | 0.4421
multi-input cells | 108 | 700.7 | 0.1425
timing repair:
item,CTS,global route
endpoints found under the setup margin,108,81
resized,337,4
endpoints found under the hold margin,0,0
pin swaps,0,0
metrics by stage:
stage / cells / utilization / hold slack (ns) / setup TNS, ns / instance area (sq um)
floorplan: 228 / - / 0.3282 / 0 / 2948
global placement: 565 / 0.5606 / 0.6192 / 0 / 5254
detailed placement: 565 / 0.5606 / 0.6200 / 0 / 5254
CTS: 581 / 0.5235 / 0.2197 / -0.01417 / 4906
global route: 581 / 0.5246 / 0.2259 / -0.9985 / 4916
finish: 581 / 0.5246 / 0.2415 / 0 / 4916
Power and IR drop assume default switching activity.
